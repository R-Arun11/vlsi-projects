### flow/config.mk
export PLATFORM = sky130hd
export DESIGN_NAME = mac_4x4
export DESIGN_NICKNAME = mac_4x4
export VERILOG_FILES = /design/flow/design.v
export SDC_FILE = /design/flow/constraint.sdc
export NUM_CORES = 4
export LEC_CHECK = 1
export CORE_UTILIZATION = 50
### flow/constraint.sdc
current_design mac_4x4

set clk_period 4.3
set clk_io_pct 0.2

create_clock -name clk0 -period $clk_period [get_ports {clk}]

set non_clock_inputs [all_inputs -no_clocks]
set_input_delay [expr $clk_period * $clk_io_pct] -clock clk0 $non_clock_inputs
set_output_delay [expr $clk_period * $clk_io_pct] -clock clk0 [all_outputs]
### flow/design.v
module cla_4bit (
    input [3:0] a, b,
    input cin,
    output [3:0] sum,
    output cout,
    output P,    
    output G     
);
    wire [3:0] p, g;
    wire [4:0] c;
    assign c[0] = cin;
    assign p = a ^ b;
    assign g = a & b;
    assign c[1] = g[0] | (p[0] & c[0]);
    assign c[2] = g[1] | (p[1]&g[0]) | (p[1]&p[0]&c[0]);
    assign c[3] = g[2] | (p[2]&g[1]) | (p[2]&p[1]&g[0]) | (p[2]&p[1]&p[0]&c[0]);
    assign c[4] = g[3] | (p[3]&g[2]) | (p[3]&p[2]&g[1]) | (p[3]&p[2]&p[1]&g[0]) | (p[3]&p[2]&p[1]&p[0]&c[0]);
    assign sum  = p ^ c[3:0];
    assign cout = c[4];
    assign P = &p;    
    assign G = c[4];  
endmodule
module cla_8bit(
    input [7:0] a, b,
    input cin,
    output [7:0] sum,
    output cout
);
    wire [3:0] sum_low, sum_high;
    wire c4;
    wire P_low, G_low;
    wire P_high, G_high;  
    cla_4bit cla_low (a[3:0], b[3:0], cin, sum_low, c4, P_low, G_low);
    cla_4bit cla_high (a[7:4], b[7:4], (G_low | (P_low & cin)), sum_high, cout, P_high, G_high);
    assign sum = {sum_high, sum_low};
endmodule
module full_adder (
	input a, b, cin,
	output sum, cout
);
assign sum = a ^ b ^ cin;
assign cout = (a & b) | (b & cin) | (a& cin);
endmodule
module half_adder (
	input a, b,
	output sum, carry
);
assign sum = a ^ b;
assign carry = a & b;
endmodule
module wallace_4x4_pipelined (
    input clk,
    input rst,
    input [3:0] a, b,
    output reg [7:0] prod
);
    reg [3:0] pp0_reg, pp1_reg, pp2_reg, pp3_reg;
    always @(posedge clk or posedge rst) begin
        if (rst) begin
            pp0_reg <= 0;
            pp1_reg <= 0;
            pp2_reg <= 0;
            pp3_reg <= 0;
        end else begin
            pp0_reg <= a & {4{b[0]}};
            pp1_reg <= a & {4{b[1]}};
            pp2_reg <= a & {4{b[2]}};
            pp3_reg <= a & {4{b[3]}};
        end
    end
    wire s1, s2, s3, s4, s5, s6;
    wire c1, c2, c3, c4, c5, c6;
    half_adder ha1(pp0_reg[2], pp1_reg[1], s1, c1);
    full_adder fa1(pp0_reg[3], pp1_reg[2], pp2_reg[1], s2, c2);
    full_adder fa2(pp1_reg[3], pp2_reg[2], pp3_reg[1], s3, c3);
    half_adder ha2(s2, pp3_reg[0], s4, c4);
    half_adder ha3(s3, c2, s5, c5);
    full_adder fa3(pp2_reg[3], pp3_reg[2], c3, s6, c6);
    reg [7:0] rowA_reg, rowB_reg;
    always @(posedge clk or posedge rst) begin
        if (rst) begin
            rowA_reg <= 0;
            rowB_reg <= 0;
        end else begin
            rowA_reg <= {1'b0, pp3_reg[3], s6, s5, s4, s1, pp0_reg[1], pp0_reg[0]};
            rowB_reg <= {1'b0, c6, c5, c4, c1, pp2_reg[0], pp1_reg[0], 1'b0};
        end
    end
    wire [7:0] sum;
    wire cout;
    cla_8bit cla_final(
        .a(rowA_reg),
        .b(rowB_reg),
        .cin(1'b0),
        .sum(sum),
        .cout(cout)
    );
    always @(posedge clk or posedge rst) begin
        if (rst)
            prod <= 8'b0;
        else
            prod <= sum;
    end
endmodule
module mac_4x4 (
    input clk,
    input rst,
    input en,                    
    input [3:0] a, b,            
    output reg [15:0] mac_out   
);
    wire [7:0] product;
    wallace_4x4_pipelined mul (
        .clk(clk),
        .rst(rst),
        .a(a),
        .b(b),
        .prod(product)
    );
    reg [2:0] valid_shift;
    always @(posedge clk) begin
        if (rst) begin
            valid_shift <= 3'b000;
        end else begin
            valid_shift <= {valid_shift[1:0], en};   
        end
    end
    always @(posedge clk) begin
        if (rst) begin
            mac_out <= 0;
        end else if (valid_shift[2]) begin
            mac_out <= mac_out + product;
        end
    end
endmodule
### flow/run.sh
#!/bin/bash
# OpenROAD 26Q1-2900-gdf79404cd8, Yosys 0.63+post, stock flow scripts
make -C /OpenROAD-flow-scripts/flow DESIGN_CONFIG=/design/flow/config.mk WORK_HOME=/design/flow/orfs finish
==> ci_impl_report.md <==
## PnR job results

| Metric | Value |
|---|---|
| CP max FO | 4 |
| Final setup TNS | 0 ps |
| Ys cells | 230 |
| Post-Syn Instances | 230 |
| Max frequency | 459.3 MHz |
| Power per Cell Area | 330.0 mW/mm2 |
| Worst Hold Class | reg2reg |
| DRC | 0 |
| CTS Buf Count | 5 |
| Final RePlAce weighted congestion | 0.7832 |
| Cycle use final | 50.63% |
| Post-DRT Antenna Nets | 0 |
| CP endpoint kind | flip-flop |
| Worst IR Drop VDD | 0.2381 mV |
| Routed wire length on met2 | 2100 um |
| Number of enable flip-flop cells | 0 |
| Via Count | 1695 |
| P&R area growth vs syn | 15.98% |
| CTS tree | yes |
| Area after DPL | 0.002947 mm2 |
| Final Instance Area | 0.003033 mm2 |
| Syn avg cell area | 11.37 um2 |
| Tool Warnings | 26 |
| Cell Rows | 25 |
| CTS Root Cell | clkbuf_8 |
| Flops out of synthesis | 56 |
| # Post-CTS Setup Buffers | 0 |
| Core area | 0.004880 mm2 |
| I/O pins | 27 |
| First-pass iteration count of the detailed router | 4 |
| Vias in the first global route | 1673 |
| Slew @ Worst Pin | 451.7 ps |
| Leak Pwr | 0.001403 uW |
| Fin crit period | 2177 ps |
| Synth Seq Share | 49.95% |
| Largest register FFs | 16 |
| Clk ins delay skew pair | 300 ps |
| Yosys cell types | 48 |
| H-tree levels | 2 |
| M1 WL | 1799 um |
| Die W | 74.32 um |
| Clk slew on worst S/H paths | 90 ps |
| Clock Sinks | 56 |
| Slew headroom | 69.89% |
| Share of cells above drive strength 1 | 7.336% |
| Worst Path Required | 4500 ps |
| Mapped cell area | 0.002615 mm2 |
| Post-Synth Simple-Gate Area | 16.51% |
| Synth async-reset ratio | 66.07% |
| Yosys warning tally | 2 |
| Max cap viols | 0 |
| GRT Total Usage | 17.79% |
| Mux cell area share | 4.354% |
| WS Path Type | reg2reg |
| DP HPWL | 2925 um |
| Setup Skew | 4.590 ps |
| Status | finished, final reports clean |
| First-pass GRT wire length | 7272 um |
| Compound-gate portion of the synthesized area | 10.81% |
| Chip area line of the yosys report | 0.002615 mm2 |
| Hold_ws | 355.1 ps |
| Dominant flop cell | dfrtp_1 |
| Total die area | 0.005523 mm2 |
| Max layer used | met4 |
| # diodes | 0 |
| Total wire length | 4053 um |
| Main logic family | simple AND/OR/NAND/NOR gates |
| Hold buffer count at cts | 0 |
| PortBufs | 26 |
| Most frequently placed logic cell in the final layout | dfrtp_1 |
| Initial antenna violation count | 0 |
| Post-layout util | 62.15% |
| Buffer depth of the longest clock path | 2 |
| Cts repair resizes | 0 |
| Largest net degree at the start of global routing | 40 |
| Critical path arrival | 2370 ps |
| Most frequent cells in the layout | dfrtp_1 (37), clkdlybuf4s50_1 (26), dfxtp_1 (19) |
| Biggest area cells | dfrtp_1 (35%), dfxtp_1 (15%), ha_1 (8.1%), fa_1 (4.6%), and2_1 (4.1%) |
| Pins Over Slew Limit | 0 |
| XOR/XNOR Area Share | 2.010% |
| RSZ-0062 raised after global routing | no |
| DR vias/cell | 5.199 |
| Remaining Overflow, GRT | 0 |
| CP Launch Type | flip-flop |
| Overall Power | 1001 uW |
| Final setup fails | 0 |
| Top cell area share | 35.41% |
| DR WL met3 | 108 um |
| Die Span Y | 74.32 um |
| Starting DRT DRC Count | 72 |
| Final Hold Violation Tally | 0 |
| Initial Utilization | 53.59% |
| Yosys adder share | 12.73% |
| Synth area leader | dfrtp_1 |
| WL/cell | 12.43 um |
## worst paths after layout
path,slack [ps],to,startpoint,cells after the start
setup / recovery,2120,mac_out[8],mul.prod[0],6
max in group asynchronous,2720,mul.pp0_reg[0],rst,4
setup reg to reg,2120,mac_out[8],mul.prod[0],6
hold reg to reg,360,mul.rowB_reg[1],mul.pp1_reg[0],0
min in group asynchronous,1260,mul.prod[7],rst,4
hold / removal,360,mul.rowB_reg[1],mul.pp1_reg[0],0
## area by class of cell
type | instances | area (um2)
clock buffers | 6 | 72.57
well taps | 67 | 83.83
inverters | 16 | 60.06
fillers | 415 | 1847
flip-flops and latches | 56 | 1306
repair buffers | 29 | 282.8
clock inverters | 2 | 13.76
multi-input cells | 150 | 1214
## report_power, final
| part | total, uW | leakage (uW) | internal, uW | switching [uW] |
|---|---|---|---|---|
| logic | 149 | 0.000732 | 68.4 | 80.4 |
| registers | 573 | 0.000626 | 559 | 14.2 |
| clock network | 279 | 0.0000456 | 116 | 162 |
## cells in the mapped netlist (2+ instances only)
cell	number
a211o_1	2
a21o_1	7
a21oi_1	7
and2_1	17
and3_1	3
buf_2	4
clkbuf_1	4
dfrtp_1	37
dfxtp_1	19
fa_1	6
ha_1	17
inv_1	15
mux2_1	7
mux2i_1	2
nand2_1	7
nand2b_1	3
nand3_1	6
nand4_1	7
nor2_1	12
nor2b_1	10
o21ai_1	3
o22a_1	2
o22ai_1	2
o311ai_1	2
or2_2	2
xnor2_1	4
xor2_1	2
## through the flow
stage / std cells / setup slack, ps
2_1_floorplan: 230 / 2058
3_3_place_gp: 318 / 1940
3_5_place_dp: 318 / 1899
4_1_cts: 326 / 2108
5_1_grt: 326 / 2005
6_report: 326 / 2123
## logic make-up (layout without fill, tap and decap cells)
logic type,count (synthesis),after routing
and+or+nand+nor,74,74
DFF,56,56
AOI/OAI and AO/OA,37,37
buffers and inverters,24,53
adders and majority gates,23,23
muxes,10,10
xor gates and xnor gates,6,6
## worst max-delay path, cell delays in order (launching register included)
cell and delay (ps):
dfrtp_1 370, ha_1 200, fa_1 430, a21o_1 210
a221oi_2 400, a21oi_1 140, mux2_1 320
## routing by layer
layer / up-vias / global-route usage (%)
met5: - / 0
met3: 4 / 2.473
met2: 22 / 31.41
met1: 816 / 25.35
li1: 853 / -
met4: 0 / 2.096
Power and IR drop assume default switching activity.
