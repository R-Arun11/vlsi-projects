==> ./design.v <==
module ALU_8bit(
	input [7:0] operand1, operand2,
	input [3:0] opcode,
	output reg [15:0] result,
	output reg flagC, flagZ
);
always@(*) begin
	case(opcode)
		4'b0000: begin 
			result = operand1 + operand2;  
			flagC = result[8];
			flagZ = (result == 16'b0);
		end
		4'b0001: begin
			result = operand1 - operand2;  
			flagC = result[8];
			flagZ = (result == 16'b0);
		end
		4'b0010: begin
			result = operand1 * operand2;  
			flagZ = (result == 16'b0);
		end
		4'b0011: begin 
			result = operand1 / operand2;  
			flagZ = (result == 16'b0);
		end
		4'b0100: begin 
			result = operand1 << 1;  
			flagZ = (result == 16'b0);
		end
		4'b0101: begin 
			result = operand1 >> 1;  
			flagZ = (result == 16'b0);
		end
		4'b0110: begin 
			result = {operand1[6:0], operand1[7]};  
			flagZ = (result == 16'b0);
		end
		4'b0111: begin
			result = {operand1[0], operand1[7:1]};  
			flagZ = (result == 16'b0);
		end
		4'b1000: begin
			result = operand1 & operand2;  
			flagZ = (result == 16'b0);
		end
		4'b1001: begin
			result = operand1 | operand2;  
			flagZ = (result == 16'b0);
		end
		4'b1010: begin
			result = operand1 ^ operand2;  
			flagZ = (result == 16'b0);
		end
		4'b1011: begin
			result = ~(operand1 & operand2);  
			flagZ = (result == 16'b0);
		end
		4'b1100: begin
			result = ~(operand1 | operand2);  
			flagZ = (result == 16'b0);
		end
		4'b1101: begin 
			result = ~(operand1 ^ operand2);  
			flagZ = (result == 16'b0);
		end
		4'b1110: begin 
			result = (operand1 > operand2)? 16'b1: 16'b0;  
			flagZ = (result == 16'b0);
		end
		4'b1111: begin
			result = (operand1 == operand2)? 16'b1: 16'b0;  
		end
		default: begin
			result = 16'b0;
			flagC = 1'b0;
			flagZ = 1'b0;
		end
	endcase
end
endmodule
==> ./run.sh <==
#!/bin/bash
# OpenROAD 26Q1-2900-gdf79404cd8, Yosys 0.63+post, stock flow scripts
make -C /OpenROAD-flow-scripts/flow DESIGN_CONFIG=/design/flow/config.mk WORK_HOME=/design/flow/orfs finish
==> ./config.mk <==
export PLATFORM = sky130hd
export DESIGN_NAME = ALU_8bit
export DESIGN_NICKNAME = ALU_8bit
export VERILOG_FILES = /design/flow/design.v
export SDC_FILE = /design/flow/constraint.sdc
export NUM_CORES = 4
export LEC_CHECK = 1
export CORE_UTILIZATION = 40
==> ./constraint.sdc <==
current_design ALU_8bit

set clk_period 30.6
set clk_io_pct 0.2

create_clock -name clk0 -period $clk_period

set non_clock_inputs [all_inputs -no_clocks]
set_input_delay [expr $clk_period * $clk_io_pct] -clock clk0 $non_clock_inputs
set_output_delay [expr $clk_period * $clk_io_pct] -clock clk0 [all_outputs]
==> reports/qor.yml <==
final_timing:
  tightest_slew_ns: 0.686
  drv_slew: 0
  finalCritPeriodShare: 1.17
  fmax_mhz: 27.9
  hold_viol: 0
  fin_crit_ns: 35.89
  slew_headroom: 0.537
  worst_slack_ns: -5.29
  finalSetupViolations: 3
  rsz0062_at_grt: "yes"
  unclocked_regs: 2
  untimed_endpoints: 4
synthesis:
  edf_count: 0
  top_logic_kind: "adder cells"
  ys_sh_simple: 0.235
  aoi_share: 0.288
  synth.yosys.warnings: 1
  mux_share: 0.0479
  ys_area_um2: 9230
  synthCells: 1298
  ys_sh_adder: 0.304
  async_reset_ff_frac: 0
  ys_types: 87
  ys.flops: 2
  ys_cells: 1298
  synth.cell_area_um2: 9230
  avgSynthCellArea_um2: 7.11
  ys_sh_xor: 0.0607
  flop_cell: "dlxtn_1"
setup_path:
  path_class: "in -> out"
  start_kind: "primary input"
  crit_required_ns: 24.48
  critPathMostFrequentCell: "buf_4"
  slowest_stage: "or4_4"
  crit_fanout: 7
  cp-end-kind: "primary output"
  worst_ep_arrival_time_ns: 29.77
  max_stage_delay_ns: 0.46
cells_and_area:
  final_layout_top_logic_cells: "buf_4 (456), ha_1 (138), nor2_1 (125), nand2_1 (106), inv_1 (93)"
  final_cells: 2043
  combGateArea_um2: 9490
  final_util: 0.624
  syn_to_final_growth_pct: 53.1
  flop_area_um2: 30.0
  lay_top_count: "buf_4"
  fillers: 1834
  drive_above_1_share: 0.360
global_route:
  grt_pass1_vias: 10800
  gr-total-overflow: 0
  grt_max_degree: 40
  grt_first_pass_wirelength_um: 54200
  grt_use_total: 0.284
  antenna_found_initial: 0
drt:
  drc: 0
  drt_iter0_drc: 706
  dr.pass1.iters: 5
  post_drt_wl_per_cell_um: 16.3
  ant_nets: 0
  wl_um: 33300
  n_antenna_cell: 0
  num_vias: 11400
  vias_per_cell: 5.57
run:
  warnings: 55
  cap_violations: 0
status:
  violations: "setup timing"
  outcome: "complete, but fails checks"
placement:
  numPortBuffers: 38
  pre_cts_ws_ns: -5.92
  dp.cells: 1913
  gp_congestion: 0.980
  place_hpwl_um: 24600
floorplan:
  die_y_um: 154
  initial_core_util: 0.408
  core_area_um2: 22600
  io_pins: 38
  die_x_um: 154
  core.rowCount: 55
  die_area_um2: 23700
clock_tree:
  hold_buffers: 0
worst_hold_path:
  hp-class: "in -> out"
==> registers in the layout (all words and copies together), names as in the netlist <==
name / cells
flagZ: 1
flagC: 1
==> worst max-delay path: cells and delay by family <==
family / cells / cell delay (ns)
muxes: 7 / 1.84
buffers and inverters: 38 / 4.95
AOI/OAI and AO/OA: 56 / 9.65
adders and majority gates: 12 / 2.99
and+or+nand+nor: 24 / 4.28
==> cells in the mapped netlist (16+ instances only) <==
master | number | share of area
nor3_1 | 56 | 0.030
fa_1 | 38 | 0.082
inv_1 | 96 | 0.039
nand3_1 | 23 | 0.012
a21o_1 | 26 | 0.021
mux2_2 | 22 | 0.027
xor2_1 | 19 | 0.018
ha_1 | 163 | 0.22
o21a_1 | 48 | 0.039
a21oi_1 | 102 | 0.055
o21ai_0 | 54 | 0.029
o31ai_1 | 16 | 0.013
o211ai_1 | 21 | 0.017
mux2i_1 | 16 | 0.017
clkbuf_1 | 41 | 0.017
nand2_1 | 111 | 0.045
nor2_1 | 140 | 0.057
xnor2_1 | 45 | 0.043
==> area by class of cell <==
cell class              instances  area share
repair buffers                502       0.274
flip-flops and latches          2     0.00212
well taps                     285      0.0252
multi-input cells            1155       0.672
inverters                      99      0.0267
==> path summary, 6_finish.rpt <==
check                    from  cells past startpoint          to
setup / recovery  operand2[6]                    137   result[0]
hold / removal    operand2[4]                      7  result[14]
==> per-stage QoR <==
step / TNS (ns) / instance area, um2 / hold WS [ns]
finish: -10.37 / 14100 / 13.27
global route: -14.52 / 14100 / 13.30
CTS: -9.97 / 13700 / 13.28
detailed placement: -12.97 / 12700 / 13.63
global placement: -11.76 / 12700 / 13.66
floorplan: -13.45 / 9710 / 12.44
==> cells by family (layout without fill, tap and decap cells) <==
group / after synthesis / after routing
buf+inv: 148 / 601
simple gates: 449 / 449
latches: 2 / 2
other cells: 1 / 8
compound gates: 391 / 391
xor+xnor: 64 / 64
fa+ha+maj: 202 / 202
mux: 41 / 41
==> repair_timing <==
item | 4_1_cts | 5_1_grt
setup endpoints to repair | 4 | 4
gates resized | 85 | 52
pin swaps | 49 | 43
setup buffers | 107 | 24
==> routing by layer <==
| layer | up-vias | global-route usage | routed length, um |
|---|---|---|---|
| li1 | 5706 | - | - |
| met1 | 5267 | 0.418 | 15800 |
| met5 | - | 0 | 0 |
| met3 | 60 | 0.0408 | 2230 |
| met4 | 0 | 0.0462 | 615 |
| met2 | 348 | 0.451 | 14600 |
