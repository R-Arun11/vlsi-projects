==> design/flow/design.v <==
module TLC (
    input clk, rst,
    input Sa, Sb, Sc, Sd,   
    output reg Ra, Ya, Ga,
    output reg Rb, Yb, Gb,
    output reg Rc, Yc, Gc,
    output reg Rd, Yd, Gd
);
    parameter GTH = 8,    
              GTS = 5,    
              YT = 2;    
    parameter s0 = 2'b00,   
              s1 = 2'b01,   
              s2 = 2'b10,   
              s3 = 2'b11;   
    reg [1:0] state, next_state;
    reg [4:0] timer;
    always @(posedge clk or posedge rst) begin
        if (rst) begin
            state <= s0;
            timer <= 0;
        end else begin
            state <= next_state;
            if (state != next_state)
                timer <= 0;
            else
                timer <= timer + 1;
        end
    end
    always @(*) begin
        next_state = state;
        case(state)
            s0: if ((timer >= GTH - 1) && (Sb || Sd))
                    next_state = s1;
                else
                    next_state = s0;
            s1: if (timer >= YT - 1)
                    next_state = s2;
                else
                    next_state = s1;
            s2: if ((timer >= GTS - 1) && ((Sa || Sc) && ~(Sb || Sd)))
                    next_state = s3;
                else
                    next_state = s2;
            s3: if (timer >= YT - 1)
                    next_state = s0;
                else
                    next_state = s3;
            default: next_state = s0;
        endcase
    end
    always @(*) begin
        Ra = 0; Ya = 0; Ga = 0;
        Rb = 0; Yb = 0; Gb = 0;
        Rc = 0; Yc = 0; Gc = 0;
        Rd = 0; Yd = 0; Gd = 0;
        case (state)
            s0: begin
                Ga = 1; Gc = 1;
                Rb = 1; Rd = 1;
            end
            s1: begin
                Ya = 1; Yc = 1;
                Rb = 1; Rd = 1;
            end
            s2: begin
                Ra = 1; Rc = 1;
                Gb = 1; Gd = 1;
            end
            s3: begin
                Ra = 1; Rc = 1;
                Yb = 1; Yd = 1;
            end
        endcase
    end
endmodule
==> design/flow/run.sh <==
#!/bin/bash
# OpenROAD 26Q1-2900-gdf79404cd8, Yosys 0.63+post, stock flow scripts
make -C /OpenROAD-flow-scripts/flow DESIGN_CONFIG=/design/flow/config.mk WORK_HOME=/design/flow/orfs finish
==> design/flow/config.mk <==
export PLATFORM = sky130hd
export DESIGN_NAME = TLC
export DESIGN_NICKNAME = TLC
export VERILOG_FILES = /design/flow/design.v
export SDC_FILE = /design/flow/constraint.sdc
export NUM_CORES = 4
export LEC_CHECK = 1
export CORE_AREA = 10 10 72 72
export DIE_AREA = 0 0 82 82
==> design/flow/constraint.sdc <==
current_design TLC

set clk_period 2.1
set clk_io_pct 0.2

create_clock -name clk0 -period $clk_period [get_ports {clk}]

set non_clock_inputs [all_inputs -no_clocks]
set_input_delay [expr $clk_period * $clk_io_pct] -clock clk0 $non_clock_inputs
set_output_delay [expr $clk_period * $clk_io_pct] -clock clk0 [all_outputs]
==> changes_impl.md <==
### Changed

- Growth of design area from synthesis to finish: 47.9%
- Layout Utilization: 19.1%
- Synthesized cell area: 475 um2
- Final standard cell area without fillers: 703 um2
- Post-detailed-routing wire length: 1.09 mm
- Cell taking the most area after synthesis: dfrtp_1
- Crit. End Element: output pin
- Number of warnings issued by yosys: 1
- Fraction of final layout cells with drive strength greater than 1: 11.5%
- Post-layout min period: 1.85 ns
- Adder-Cell Fraction of Synth Area: 7.89%
- Number of max-cap violations: 0
- Maximum operating frequency: 540 MHz
- FP Util: 12.9%
- Via/cell ratio: 3.45
- Via count of the first global-routing pass: 391
- TritonCTS clock tree: built
- Initial DRC Count: 22
- Most numerous logic cell after layout: clkdlybuf4s50_1
- Clock Sinks: 7
- Final critical-path share of the clock period: 88.2%
- Status: finished, final reports clean
- Log Warnings: 28
- Yosys top cell area share: 36.8%
- Mux cell area share after synthesis: 0%
- Number of buffers added for setup after CTS: 0
- Library cells used by synthesis: 20
- Count of instantiated cells in the yosys netlist: 47
- Wire length of the first global-routing pass: 1.83 mm
- Number of fill cells in the layout: 409
- Largest net degree at the start of global routing: 9
- Via count: 376
- Slew of the pin with the lowest slew margin: 0.485 ns
- Std-Cell Core Area: 3690 um2
- Die x size: 82 um
- Share of synthesized cell area in and, or, nand and nor gates: 10.5%
- Final Hold Vio Count: 0
- CTS buffer count: 3
- Register bit count reported by yosys: 7
- Final count of negative-setup-slack endpoints: 0
- Top cells, area: dfrtp_1 (37%), buf_4 (9.5%), a211oi_1 (7.9%), ha_1 (7.9%), a2111oi_4 (5.8%)
- Number of I/O pins: 18
- Pwr per Cell Area: 1390 nW/um2
- Part of the Yosys area used for sequential elements: 36.8%
- Last weighted congestion value of the routability-driven placer: 0.750
- Area post-placement: 657 um2
- Mapped Avg Cell Area: 10.1 um2
- Maximum ir drop on the vdd rail: 0.315 mV
- Setup TNS Final: 0 ns
- AO/OA Area Share: 23.2%
- Count of final max-slew check failures: 0
- Worst clock skew: 0.00100 ns
- Worst EP arrival: 1.43 ns
- Total overflow reported by the global router: 0
- Vertical die dimension: 82 um
- Hold crit path type: in -> async
- WL per Instance: 10.0 um
- DP Wirelength: 910 um
- Drt drc: 0
- P_leak: 0.000289 uW
- Post-synthesis instance total: 47
- Antenna Nets Post-Route: 0
- Clock Tree Root: clkbuf_8
- Antenna cells: 0
- Post-CTS clock slew at the launch and capture registers of the worst setup and hold paths: 0.04 ns
- Number of detailed-route iterations in the first pass: 4
- Post-route worst hold slack: 0.428 ns
- Number of gates resized after cts: 0
- GRT Overall Usage: 3.47%
- Area of the die: 6720 um2
- Cts-stage hold buffer count: 0
- H-tree depth: 1
- Worst EP required: 1.68 ns
- Critical Path Fanout Max: 8
- Clk latency late pin: 0.23 ns
- Placement Rows: 22
- Maximum clock path buffer count: 2
- Comb area leader: AND-OR/OR-AND gates
- XOR/XNOR Fraction of Synth Area: 7.37%
- Number of antenna violations at the first check in global routing: 0
- RSZ-0062 raised after global routing: no
- Synthesized chip area reported by yosys: 475 um2
- Max-Slew Margin vs Limit: 67.6%
- Category of the critical setup timing path: reg -> out
- Buffers added on ports: 17
- Most frequent cells in the layout: clkdlybuf4s50_1 (17), dfrtp_1 (7), inv_1 (5), a211oi_1 (5)
- Crit path launch type: flip-flop
where the power goes:
group,switching [uW],total [uW],leakage [uW],internal [uW]
clock,59.2,188,0.0000255,128
sequential,97.9,293,0.0000888,195
combinational,189,499,0.000175,310
critical path, stage by stage, from the launching register on:
cell             delay [ns]
dfrtp_1                0.45
inv_1                  0.12
nor2_1                 0.15
clkdlybuf4s50_1        0.48
metrics by stage:
stage / instances / setup WS, ns / power [uW]
2_1_floorplan: 47 / 0.695 / 609
3_3_place_gp: 105 / 0.409 / 806
3_5_place_dp: 105 / 0.387 / 804
4_1_cts: 109 / 0.218 / 999
5_1_grt: 109 / 0.109 / 1080
6_report: 109 / 0.247 / 980
cell type report:
| type | count | area [um2] | area share [%] |
|---|---|---|---|
| repair buffers | 17 | 170 | 24.2 |
| multi-input cells | 28 | 233 | 33.1 |
| clock buffers | 3 | 41.3 | 5.87 |
| flip-flops and latches | 7 | 175 | 24.9 |
| clock inverters | 1 | 5.00 | 0.712 |
| inverters | 5 | 18.8 | 2.67 |
| well taps | 48 | 60.1 | 8.54 |
final timing paths:
check                      startpoint  endpoint  slack, ns  cells past startpoint
setup / recovery             state[1]        Gb       0.25                      3
hold / removal                    rst  timer[1]       0.43                      2
setup reg to reg             timer[1]  timer[1]       0.56                      5
hold reg to reg              timer[0]  timer[0]       0.62                      1
max in group asynchronous         rst  timer[0]       1.45                      2
min in group clk0            timer[0]  timer[0]       0.62                      1
cells by family (layout without fill, tap and decap cells):
| group | count (synthesis) | count (layout) |
|---|---|---|
| buffers and inverters | 12 | 26 |
| AND-OR/OR-AND | 11 | 11 |
| AND/OR/NAND/NOR | 10 | 10 |
| flip-flops | 7 | 7 |
| XOR/XNOR | 4 | 4 |
| adder cells (fa/ha/maj) | 3 | 3 |
per-layer routing:
layer  up-vias  global-route usage, %  share of wire [%]
met5         -                      0                  0
li1        184                      -                  -
met2        12                   5.49                 45
met3         0                   2.86                 13
met4         0                  0.170                  0
met1       180                   3.70                 42
cell usage after synthesis:
master and number:
a211oi_1 5, clkbuf_1 1, nor2b_1 1, xor2_1 2, inv_1 5, buf_4 6
nor3_1 2, and2_1 1, o32ai_2 1, a2111oi_4 1, and3_1 1, a21o_2 1
nor2_1 3, dfrtp_1 7, o21ai_0 1, nand3_1 2, a21boi_1 1, xnor2_1 2
o21bai_1 1, ha_1 3
registers in the layout, indices dropped and copies added (netlist names):
signal / count
state: 2
timer: 5
Power figures rest on the tool's default switching activity, not on a simulated workload.
